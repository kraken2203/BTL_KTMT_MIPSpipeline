==> /design/flow/run.sh <==
#!/bin/bash
# OpenROAD 26Q1-2900-gdf79404cd8, Yosys 0.63+post, stock flow scripts
make -C /OpenROAD-flow-scripts/flow DESIGN_CONFIG=/design/flow/config.mk WORK_HOME=/design/flow/orfs finish
==> /design/flow/config.mk <==
export PLATFORM = sky130hd
export DESIGN_NAME = MUX4_1
export DESIGN_NICKNAME = MUX4_1
export VERILOG_FILES = /design/flow/design.v
export SDC_FILE = /design/flow/constraint.sdc
export NUM_CORES = 4
export LEC_CHECK = 1
export CORE_AREA = 10 10 95 95
export DIE_AREA = 0 0 105 105
==> /design/flow/constraint.sdc <==
current_design MUX4_1

set clk_period 1.1
set clk_io_pct 0.2

create_clock -name clk0 -period $clk_period

set non_clock_inputs [all_inputs -no_clocks]
set_input_delay [expr $clk_period * $clk_io_pct] -clock clk0 $non_clock_inputs
set_output_delay [expr $clk_period * $clk_io_pct] -clock clk0 [all_outputs]
==> /design/flow/design.v <==
module MUX4_1#(parameter N = 32)(M0, M1, M2, M3, S, Y); 
input [N-1:0] M0, M1, M2, M3; 
input [1:0] S; 
output [N-1:0] Y; 
wire [N-1:0] A0, A1; 
assign A0 = S[0]?M1:M0; 
assign A1 = S[0]?M3:M2; 
assign Y = S[1]?A1:A0; 
endmodule 
==> GITHUB_STEP_SUMMARY <==
### Yosys + OpenROAD results

| Metric | Value |
|---|---|
| Layout cells sized above 1 | 0.369 |
| DR vias | 1217 |
| # IOs | 162 |
| Wire per inst | 22.2 um |
| Worst Path Max Fanout | 7 |
| Final WS setup | -259 ps |
| Logic gate share of total power | 1.000 |
| Non-filler cells, final | 301 |
| # Max-Cap Violations | 0 |
| Final Max Tran Viols | 0 |
| Commonest cells after routing, fill and taps aside | dlygate4sd2_1 (128), mux4_2 (32), buf_2 (31) |
| DRT met1 WL | 2690 um |
| Fmax | 736 MHz |
| WL met3 | 1030 um |
| Gate Count Post-Synth | 39 |
| Synthesized area | 815 um2 |
| Initial Util | 0.118 |
| Worst Hold Class | input pin to primary output |
| Hold-fix buffers, CTS | 0 |
| Post-synth area hogs | mux4_2 (83%), buf_12 (7.4%), mux4_1 (6.5%) |
| DR iter-0 viols | 11 |
| Clk_buf instances | 0 |
| Yosys warns | 0 |
| PwrDens | 331 nW/um2 |
| Setup bufs post-CTS | 0 |
| Crit-path cells | buf_12, buf_12, mux4_2, buf_2 |
| Highest metal used | met3 |
| Final ANT Viol Nets | 0 |
| GRT Util Overall | 0.117 |
| Required @ worst endpoint | 880 ps |
| Vias in the first global route | 1524 |
| Crit path launch type | input pin |
| # DRC | 0 |
| Avg Inst Size Synth | 20.9 um2 |
| Yosys stat area | 815 um2 |
| Synth cell types | 5 |
| Routed wire length | 6670 um |
| Row count | 30 |
| HPWL Detailed | 5760 um |
| Hold depth | 3 |
| Vias per Instance | 4.04 |
| Critical path type | input pin to primary output |
| Maximum VDD drop | 131 uV |
| Pre-Repair DR Iteration Count | 3 |
| Total power | 0.778 mW |
| Final setup fails | 32 |
| Buf/Inv on CP | 3 |
| Clock power share | 0 |
| First-pass GRT wire length | 9730 um |
| CORE AREA | 6910 um2 |
| Sequential standard cell area | 0 um2 |
| Largest type area fraction | 0.829 |
| Die Ht | 105 um |
| Hold Crit Endpoint | Y[18] |
| Pre-CTS WS | -868 ps |
| Actual slew at the worst max-slew pin | 106 ps |
| Seq share, synth | 0 |
| Hold Path Origin | M0[18] |
| Crit-path most repeated cell | buf_12 |
| Top cell type by total area after synthesis | mux4_2 |
| Initial antenna violation count | 2 |
| Crit-path leading delay family | multiplexers |
| CP max-delay cell | mux4_2 |
| CP Capture Type | primary output |
| P_int | 0.570 mW |
| GRT overflow | 0 |
| Chip width | 105 um |
| Commonest Layout Cell | dlygate4sd2_1 |
| DR WL met2 | 2940 um |
| Setup TNS | -7020 ps |
| DP Cell Count | 295 |
| Final Hold Violating Endpoints | 0 |
| Sequential Power Share | 0 |
| Yosys cell count | 39 |
| Log Warnings | 35 |
| GPL Wtd Cong | 0.795 |
| Status | finished, violations left |
| Syn-to-layout area delta | 189% |
| Failing checks | setup timing |
| Minimum clock period | 1360 ps |
| Fin crit share | 1.24 |
| DIE AREA | 11000 um2 |
| Crit-path max cell delay | 510 ps |
| P_sw | 0.208 mW |
| Pin count of the biggest net entering global routing | 17 |
| Switch share | 0.267 |
| RSZ-0062 raised after global routing | true |
| Buffers on Ports | 162 |
| Rel. slew slack | 0.929 |
| Flops | 0 |
| Leakage | 1.12 nW |
| Arr. time, crit path | 1140 ps |
[synth_stat cells]
cell type	number
buf_12	3
mux4_1	2
mux4_2	30
buf_6	1
buf_2	3
[kinds of logic (layout without fill, tap and decap cells)]
family,count (synthesis),in the layout,synth area share
multiplexers,32,32,0.894
buffers and inverters,7,171,0.106
other,0,2,0
[metrics by stage]
step / hold WS (ps) / util / area (um2)
global placement: 1470 / 0.368 / 2540
floorplan: 526 / - / 823
finish: 925 / 0.341 / 2350
detailed placement: 1470 / 0.368 / 2540
global route: 946 / 0.340 / 2350
CTS: 926 / 0.340 / 2350
[worst max path at each step]
stage | from | to | slack (ps) | depth (start not counted)
finish | S[0] | Y[2] | -260 | 4
global route | S[0] | Y[2] | -280 | 4
CTS | S[0] | Y[2] | -270 | 4
[layout make-up]
type                       count  area [um2]
fill                         784        4550
tap                           96         120
antenna                        2        5.00
multi-input combinational     32         721
timing repair buffer         171        1510
[power groups by stage]
stage | combinational [mW] | clock [mW] | sequential, mW
6_report | 0.778 | 0.000000243 | 0
5_1_grt | 0.848 | 0 | 0
4_1_cts | 0.795 | 0 | 0
[timing repair]
item | in CTS | in global routing
cloned | 4 | 0
gates resized | 245 | 0
setup endpoints to repair | 32 | 32
pin swaps | 0 | 0
endpoints found under the hold margin | 0 | 0
[routing by layer]
metal	up-vias	global-route usage
met5	-	0
met4	0	0
met3	0	0.0689
met2	119	0.186
met1	561	0.144
li1	537	-
Power figures rest on the tool's default switching activity, not on a simulated workload.
